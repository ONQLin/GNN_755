### flow/run.sh
#!/bin/bash
# OpenROAD 26Q1-2900-gdf79404cd8, Yosys 0.63+post, stock flow scripts
make -C /OpenROAD-flow-scripts/flow DESIGN_CONFIG=/design/flow/config.mk WORK_HOME=/design/flow/orfs finish
### flow/config.mk
export PLATFORM = sky130hd
export DESIGN_NAME = top
export DESIGN_NICKNAME = top
export VERILOG_FILES = /design/flow/design.v
export SDC_FILE = /design/flow/constraint.sdc
export NUM_CORES = 4
export LEC_CHECK = 1
export CORE_UTILIZATION = 30
export SYNTH_HDL_FRONTEND = slang
### flow/constraint.sdc
current_design top

set clk_period 32.4
set clk_io_pct 0.2

create_clock -name clk0 -period $clk_period [get_ports {clk}]

set non_clock_inputs [all_inputs -no_clocks]
set_input_delay [expr $clk_period * $clk_io_pct] -clock clk0 $non_clock_inputs
set_output_delay [expr $clk_period * $clk_io_pct] -clock clk0 [all_outputs]
### flow/design.v
module dnn_top#(
    parameter performance = 0,           
    parameter i_w = 7                    
)
(
    input signed [i_w-1:0] x0, x1, x2, x3, 
    input signed[4:0] w04, w05, w06, w07, w14, w15, w16, w17, w24, w25, w26, w27, w34,           
    w35, w36, w37, w48, w58, w49, w59, w68, w69, w78, w79,
    input in_ready,
    input clk,
    output logic signed[(i_w+12):0] out0, out1,
    output logic out0_ready, out1_ready
);
    genvar i,j;
    wire signed[(i_w-1):0] x_[0:3] = '{x0, x1, x2, x3};                                         
    wire signed[4:0] w1[0:3][0:3] = '{'{w04, w05, w06, w07},'{w14, w15, w16, w17},
    '{w24, w25, w26, w27},'{w34, w35, w36, w37}};                                        
    logic signed[(i_w+3):0] p1[0:3][0:3];                                                               
    logic signed[(i_w-1):0] x[0:3];
    generate;
        if(performance == 2) begin
            for(i = 0; i < 4; i=i+1) begin
                always_ff @(posedge clk) begin
                    if(in_ready)
                        x[i] <= x_[i];
                end 
            end
        end else begin
            for(i = 0; i < 4; i=i+1) begin
                assign x[i] = x_[i];
            end
        end
    endgenerate
    generate            
        for(i = 0; i < 4; i=i+1) begin
            for(j = 0; j < 4; j=j+1) begin
                if(performance != 0) begin
                    always_ff @(posedge clk) begin
                        p1[i][j] <= x[i] * w1[i][j];    
                    end    
                end else begin
                    assign p1[i][j] = x[i] * w1[i][j]; 
                end
            end
        end
    endgenerate
    logic signed[(i_w+5):0] s1[0:3];                                                             
    generate             
        for(i = 0; i < 4; i=i+1) begin
            if(performance == 2) begin
                always_ff @(posedge clk) begin
                    s1[i] <= p1[0][i] + p1[1][i] + p1[2][i] + p1[3][i];
                end
            end else begin
                assign s1[i] = p1[0][i] + p1[1][i] + p1[2][i] + p1[3][i];
            end
        end
    endgenerate
    logic signed[(i_w+5):0] s_o1[0:3];    
    generate             
        for (i = 0; i < 4; i=i+1) begin
            always_ff @(posedge clk) begin
                s_o1[i] <= (s1[i][i_w+5]) ? 'd0 : {1'b0, s1[i][i_w+4:0]};
            end
        end
    endgenerate
    wire signed[4:0] w2[0:3][0:1] = '{'{w48, w49},'{w58, w59},
    '{w68, w69},'{w78, w79}};                                                            
    logic signed[(i_w+9):0] p2[0:3][0:1];
    generate            
        for(i = 0; i < 4; i=i+1) begin
            for(j = 0; j < 2; j=j+1) begin
                if(performance == 2) begin
                    always_ff @(posedge clk) begin
                        p2[i][j] <= s_o1[i] * w2[i][j];
                    end
                end else begin
                    assign p2[i][j] = s_o1[i] * w2[i][j];
                end
            end
        end
    endgenerate
    logic signed[(i_w+12):0] s2[0:1];  
    generate             
        for(i = 0; i < 2; i=i+1) begin
            if(performance != 0) begin
                always_ff @(posedge clk) begin
                    s2[i] <= p2[0][i] + p2[1][i] + p2[2][i] + p2[3][i];
                end
            end else begin
                assign s2[i] = p2[0][i] + p2[1][i] + p2[2][i] + p2[3][i];
            end
        end
    endgenerate
    generate
        if(performance == 2) begin
            logic[4:0] rdy_sft;
            always_ff @(posedge clk) begin
                rdy_sft <= {rdy_sft[3:0],in_ready};
            end
            always_ff @(posedge clk) begin
                if(rdy_sft[4]) begin
                    out0_ready <= 1;
                    out1_ready <= 1;
                end else if(rdy_sft[0]) begin  
                    out0_ready <= 0;
                    out1_ready <= 0;
                end
            end
        end else if(performance == 1) begin
            logic[1:0] rdy_sft;
            always_ff @(posedge clk) begin
                rdy_sft <= {rdy_sft[0],in_ready};
            end
            always_ff @(posedge clk) begin
                if(rdy_sft[1]) begin
                    out0_ready <= 1;
                    out1_ready <= 1;
                end else if(rdy_sft[0]) begin  
                    out0_ready <= 0;
                    out1_ready <= 0;
                end
            end
        end else begin
            logic rdy_sft;
            always_ff @(posedge clk) begin
                if(in_ready) begin
                    rdy_sft <= 1;
                end else begin  
                    rdy_sft <= 0;
                end
            end 
            always_ff @(posedge clk) begin
                if(rdy_sft) begin
                    out0_ready <= 1;
                    out1_ready <= 1;
                end else if(in_ready) begin  
                    out0_ready <= 0;
                    out1_ready <= 0;
                end
            end 
        end
    endgenerate
    assign {out0, out1} = {s2[0],s2[1]};  
endmodule
module top ( x0_node0, x1_node0, x2_node0, x3_node0,
x0_node1, x1_node1, x2_node1, x3_node1,
x0_node2, x1_node2, x2_node2, x3_node2,
x0_node3, x1_node3, x2_node3, x3_node3,
w04, w14, w24, w34,
w05, w15, w25, w35,
w06, w16, w26, w36,
w07, w17, w27, w37,
w48, w58, w68, w78,
w49, w59, w69, w79,
out0_node0, out1_node0,
out0_node1, out1_node1,
out0_node2, out1_node2,
out0_node3, out1_node3,
in_ready,
out10_ready_node0, out11_ready_node0,
out10_ready_node1, out11_ready_node1,
out10_ready_node2, out11_ready_node2,
out10_ready_node3, out11_ready_node3,
clk);
input signed [4:0] x0_node0, x1_node0, x2_node0, x3_node0;
input signed [4:0] x0_node1, x1_node1, x2_node1, x3_node1;
input signed [4:0] x0_node2, x1_node2, x2_node2, x3_node2;
input signed [4:0] x0_node3, x1_node3, x2_node3, x3_node3;
input signed [4:0] w04, w14, w24, w34;
input signed [4:0] w05, w15, w25, w35;
input signed [4:0] w06, w16, w26, w36;
input signed [4:0] w07, w17, w27, w37;
input signed [4:0] w48, w58, w68, w78;
input signed [4:0] w49, w59, w69, w79;
input clk;
input in_ready;
output logic signed [20:0] out0_node0, out1_node0;
output logic signed [20:0] out0_node1, out1_node1;
output logic signed [20:0] out0_node2, out1_node2;
output logic signed [20:0] out0_node3, out1_node3;
output logic out10_ready_node0, out11_ready_node0;
output logic out10_ready_node1, out11_ready_node1;
output logic out10_ready_node2, out11_ready_node2;
output logic out10_ready_node3, out11_ready_node3;
localparam optimize_param = 0;
wire signed[4:0] xnode[0:3][0:3] = '{'{x0_node0, x1_node0, x2_node0, x3_node0},'{x0_node1, x1_node1, x2_node1, x3_node1},
'{x0_node2, x1_node2, x2_node2, x3_node2},'{x0_node3, x1_node3, x2_node3, x3_node3}}; 
wire signed[6:0] x_in[0:3][0:3];          
genvar i;
generate;
      for(i = 0; i <= 3; i++) begin
            assign x_in[0][i] = xnode[0][i] + xnode[1][i] + xnode[2][i];   
      end
endgenerate
generate;
      for(i = 0; i <= 3; i++) begin
            assign x_in[1][i] = xnode[1][i] + xnode[0][i] + xnode[3][i];   
      end
endgenerate
generate;
      for(i = 0; i <= 3; i++) begin
            assign x_in[2][i] = xnode[2][i] + xnode[0][i] + xnode[3][i];   
      end
endgenerate
generate;
      for(i = 0; i <= 3; i++) begin
            assign x_in[3][i] = xnode[3][i] + xnode[1][i] + xnode[2][i];   
      end
endgenerate
wire signed[19:0] out[0:3][0:1];      
assign out0_node0 = out[0][0] + out[1][0] + out[2][0];
assign out1_node0 = out[0][1] + out[1][1] + out[2][1];
assign out0_node1 = out[1][0] + out[0][0] + out[3][0];
assign out1_node1 = out[1][1] + out[0][1] + out[3][1];
assign out0_node2 = out[2][0] + out[0][0] + out[3][0];
assign out1_node2 = out[2][1] + out[0][1] + out[3][1];
assign out0_node3 = out[3][0] + out[1][0] + out[2][0];
assign out1_node3 = out[3][1] + out[1][1] + out[2][1];
wire out_ready[0:3][0:1];      
assign out10_ready_node0 = out_ready[0][0] & out_ready[1][0] & out_ready[2][0];
assign out11_ready_node0 = out_ready[0][1] & out_ready[1][1] & out_ready[2][1];
assign out10_ready_node1 = out_ready[1][0] & out_ready[0][0] & out_ready[3][0];
assign out11_ready_node1 = out_ready[1][1] & out_ready[0][1] & out_ready[3][1];
assign out10_ready_node2 = out_ready[2][0] & out_ready[0][0] & out_ready[3][0];
assign out11_ready_node2 = out_ready[2][1] & out_ready[0][1] & out_ready[3][1];
assign out10_ready_node3 = out_ready[3][0] & out_ready[1][0] & out_ready[2][0];
assign out11_ready_node3 = out_ready[3][1] & out_ready[1][1] & out_ready[2][1];
logic [1:0]enable_cnt;
logic gclk;
always_ff@(negedge clk) begin
      if(in_ready)
            enable_cnt <= 2'b11;
      else
            enable_cnt <= (enable_cnt!=0) ? enable_cnt - 1'b1 : 0;
end
assign gclk = (enable_cnt != 2'b00) ? clk : 1'b0;
dnn_top #(.performance(optimize_param)) node0 (
      .x0            (x_in[0][0]),
      .x1            (x_in[0][1]),
      .x2            (x_in[0][2]),
      .x3            (x_in[0][3]),
      .w04           (w04),
      .w05           (w05),
      .w06           (w06),
      .w07           (w07),
      .w14           (w14),
      .w15           (w15),
      .w16           (w16),
      .w17           (w17),
      .w24           (w24),
      .w25           (w25),
      .w26           (w26),
      .w27           (w27),
      .w34           (w34),
      .w35           (w35),
      .w36           (w36),
      .w37           (w37),
      .w48           (w48),
      .w58           (w58),
      .w49           (w49),
      .w59           (w59),
      .w68           (w68),
      .w69           (w69),
      .w78           (w78),
      .w79           (w79),
      .in_ready      (in_ready),
      .clk           (gclk),
      .out0          (out[0][0]),
      .out1          (out[0][1]),
      .out0_ready    (out_ready[0][0]),
      .out1_ready    (out_ready[0][1])
);
dnn_top #(.performance(optimize_param)) node1 (
      .x0            (x_in[1][0]),
      .x1            (x_in[1][1]),
      .x2            (x_in[1][2]),
      .x3            (x_in[1][3]),
      .w04           (w04),
      .w05           (w05),
      .w06           (w06),
      .w07           (w07),
      .w14           (w14),
      .w15           (w15),
      .w16           (w16),
      .w17           (w17),
      .w24           (w24),
      .w25           (w25),
      .w26           (w26),
      .w27           (w27),
      .w34           (w34),
      .w35           (w35),
      .w36           (w36),
      .w37           (w37),
      .w48           (w48),
      .w58           (w58),
      .w49           (w49),
      .w59           (w59),
      .w68           (w68),
      .w69           (w69),
      .w78           (w78),
      .w79           (w79),
      .in_ready      (in_ready),
      .clk           (gclk),
      .out0          (out[1][0]),
      .out1          (out[1][1]),
      .out0_ready    (out_ready[1][0]),
      .out1_ready    (out_ready[1][1])
);
dnn_top #(.performance(optimize_param)) node2 (
      .x0            (x_in[2][0]),
      .x1            (x_in[2][1]),
      .x2            (x_in[2][2]),
      .x3            (x_in[2][3]),
      .w04           (w04),
      .w05           (w05),
      .w06           (w06),
      .w07           (w07),
      .w14           (w14),
      .w15           (w15),
      .w16           (w16),
      .w17           (w17),
      .w24           (w24),
      .w25           (w25),
      .w26           (w26),
      .w27           (w27),
      .w34           (w34),
      .w35           (w35),
      .w36           (w36),
      .w37           (w37),
      .w48           (w48),
      .w58           (w58),
      .w49           (w49),
      .w59           (w59),
      .w68           (w68),
      .w69           (w69),
      .w78           (w78),
      .w79           (w79),
      .in_ready      (in_ready),
      .clk           (gclk),
      .out0          (out[2][0]),
      .out1          (out[2][1]),
      .out0_ready    (out_ready[2][0]),
      .out1_ready    (out_ready[2][1])
);
dnn_top #(.performance(optimize_param)) node3 (
      .x0            (x_in[3][0]),
      .x1            (x_in[3][1]),
      .x2            (x_in[3][2]),
      .x3            (x_in[3][3]),
      .w04           (w04),
      .w05           (w05),
      .w06           (w06),
      .w07           (w07),
      .w14           (w14),
      .w15           (w15),
      .w16           (w16),
      .w17           (w17),
      .w24           (w24),
      .w25           (w25),
      .w26           (w26),
      .w27           (w27),
      .w34           (w34),
      .w35           (w35),
      .w36           (w36),
      .w37           (w37),
      .w48           (w48),
      .w58           (w58),
      .w49           (w49),
      .w59           (w59),
      .w68           (w68),
      .w69           (w69),
      .w78           (w78),
      .w79           (w79),
      .in_ready      (in_ready),
      .clk           (gclk),
      .out0          (out[3][0]),
      .out1          (out[3][1]),
      .out0_ready    (out_ready[3][0]),
      .out1_ready    (out_ready[3][1])
);
endmodule
==> impl_metrics.toml <==
# synthesis and place-and-route metrics
[run_status]
outcome = "completed"

[timing]
worstMarginPinSlew_ns = 1.162
slew_headroom_pct = 22.26
hold_violations = 0
hold_ws_ns = 0.4496
slew_viol_final = 0
fmax_mhz = 40.84
setup_slack_ns = 7.916
rsz0062_at_grt = "false"
fin_crit_sh_pct = 75.57
skew_ns = 0.01338
finalSetupViolCount = 0
fin_crit_ns = 24.48
tns_ns = 0

[global_route]
grt_max_degree = 49
grt.overflow.total = 0
grt_usage_pct = 21.25
grt_pass1_vias = 144843
grt_antenna_before_repair = 87
grt_pass1_wl_mm = 935.1

[floorplanning]
die_y_um = 789.2
core_area_um2 = 616200
die_w_um = 789.2
fp-utilization_pct = 30.17
chipArea_um2 = 622800
num_rows = 288
io_pins = 378

[routing]
drtAntennaViolNets = 0
wire_per_inst_um = 20.78
drc = 0
drt_iter0_drc = 6432
routed_wl_mm = 630.1
first_pass_iters = 6
num_vias = 141622
avgViaCountPerCell = 4.670

[worst_setup_path]
crit_required_ns = 25.92
cpPeakStageDelay_ns = 0.57
cp-startpoint = "w58[4]"
path_max_fanout = 28
crit_path_frequent_cell = "fa_1"
critPathArrivalTime_ns = 18.00
worst_setup_path_start_kind = "input pin"
path_class = "in -> out"
cp-end-kind = "output port"
slowest_stage = "fa_1"
r2r-start = "enable_cnt[1]"

[yosys]
ys.flops = 196
yosys-stat-area_um2 = 185900
synthDominantCellAreaShare_pct = 32.33
syn-cell-area_um2 = 185900
topCellsByArea = "fa_1 (32%), ha_1 (20%), inv_1 (9.6%), and2_1 (6.8%), xnor2_1 (6.5%)"
ys_cells = 21997
synth_seq_share_pct = 2.111
postSynthCellCount = 21997
ys.flop_type = "dfxtp_1"
edf_count = 0
syn_avg_cell_area_um2 = 8.451
async_flop_share_pct = 0
synth_cell_type_count = 84
yosysWarnings = 0
top_area_cell = "fa_1"

[cells_and_area]
drive_gt1_share_pct = 3.406
comb_area_um2 = 161500
regArea_um2 = 3924
n_fill_cell = 63667
layout-area-overhead-vs-synth_pct = 9.008

[placed_design]
dp_hpwl_mm = 541.2
io_buffers = 377
gp_congestion = 1.038
dp_slack_ns = 7.844

[clock_network]
cts_tree = "built"
cts_resized = 0
holdBufCountCts = 0
post_cts_buffers = 0
clkTransAtPathRegs_ns = 0.08
clock_latency_ns = 2.69

[job]
cap_viol_max_count = 0
warnings = 28

[hold_path]
worstHoldStart = "node3.genblk7.rdy_sft"
min_path_type = "reg -> reg"
==> state kept, by name, summed over array words and instances (netlist names) <==
signal and cells:
enable_cnt 2, node0.s_o1 48, node1.s_o1 48, node2.s_o1 48, node3.genblk7.rdy_sft 1, node3.out0_ready 1, node3.s_o1 48
==> cell usage in the layout (no fill, tap or decap), types with 418 or more instances in the layout <==
cell | synthesis | final
nand2b_1 | 577 | 577
and2_1 | 2024 | 2024
fa_1 | 3002 | 3002
xnor2_1 | 1370 | 1326
a21o_1 | 418 | 418
ha_1 | 2964 | 2964
nand2_1 | 1604 | 1604
buf_4 | 7 | 475
nor2_1 | 662 | 662
xor2_1 | 455 | 452
a21oi_1 | 941 | 941
inv_1 | 4779 | 4782
==> layout make-up <==
cell class	instances	area share [%]
inverters	4780	8.854
well taps	8120	5.014
flip-flops and latches	196	1.936
clock inverters	9	0.04692
multi-input cells	16262	79.71
diodes	39	0.04816
clock buffers	67	0.7959
repair buffers	852	3.592
==> synth_stat cells (all sizes together) (271+ instances only) <==
cell type,n
o21ai,271
xor2,460
and2,2024
inv,4781
a21o,420
xnor2,1370
nand2,1604
nor2b,286
ha,2964
o21bai,333
a21oi,949
nand2b,577
clkbuf,721
nor2,662
fa,3002
==> stage by stage <==
step                      instances  util [%]  area, um^2
final                         30325     32.89      202600
after floorplan               21997         -      185900
after detailed placement      30211     32.59      200800
after global placement        30211     32.59      200800
after global routing          30287     32.87      202600
after CTS                     30286     32.87      202500
==> final timing paths <==
path,to,slack (ns),depth (start not counted)
setup / recovery,out0_node0[19],7.92,43
hold reg to reg,node3.out0_ready,0.45,1
min in group gated,clock gate,2.78,1
max in group gated,clock gate,13.32,1
hold / removal,node3.out0_ready,0.45,1
setup reg to reg,enable_cnt[0],31.65,2
==> logic make-up (layout without fill, tap and decap cells) <==
kind of cell	after synthesis	count (layout)	synth area share [%]
other	0	39	0
AOI/OAI and AO/OA	2576	2576	9.024
buffers and inverters	5539	5708	11.20
adders and majority gates	5966	5966	52.28
muxes	82	82	0.4523
xor gates and xnor gates	1830	1830	8.642
and+or+nand+nor	5808	5808	16.29
DFF	196	196	2.111
==> layer usage <==
| metal | vias to the layer above | routed length (um) | track usage [%] |
|---|---|---|---|
| met5 | - | 530 | 0.3280 |
| met4 | 40 | 40200 | 10.07 |
| met3 | 769 | 74480 | 10.53 |
| met2 | 4015 | 272300 | 31.89 |
| met1 | 68643 | 242600 | 25.69 |
| li1 | 68155 | - | - |
==> worst max-delay path: cells and delay by family <==
kind            cells  cell delay (ns)
fa+ha+maj           9             3.85
compound gates     12             2.49
simple gates       10             2.10
buf+inv             8             2.13
xor+xnor            4             0.88
